## flow/run.sh

```bash
#!/bin/bash
# OpenROAD 26Q1-2900-gdf79404cd8, Yosys 0.63+post, stock flow scripts
make -C /OpenROAD-flow-scripts/flow DESIGN_CONFIG=/design/flow/config.mk WORK_HOME=/design/flow/orfs finish
```

## flow/config.mk

```make
export PLATFORM = sky130hd
export DESIGN_NAME = top
export DESIGN_NICKNAME = top
export VERILOG_FILES = /design/flow/design.v
export SDC_FILE = /design/flow/constraint.sdc
export NUM_CORES = 4
export LEC_CHECK = 1
export CORE_UTILIZATION = 50
```

## flow/constraint.sdc

```tcl
current_design top

set clk_period 5.4
set clk_io_pct 0.2

create_clock -name clk0 -period $clk_period [get_ports {clk}]

set non_clock_inputs [all_inputs -no_clocks]
set_input_delay [expr $clk_period * $clk_io_pct] -clock clk0 $non_clock_inputs
set_output_delay [expr $clk_period * $clk_io_pct] -clock clk0 [all_outputs]
```

## flow/design.v

```verilog
module count1(clk,rst,LS,HS);
	input clk,rst;
	output [3:0]HS,LS;
	reg [3:0]HS,LS;
	reg[26:0]tmp;
	always@(posedge clk)
	begin if(!rst)
					begin
					LS<=0;
					HS<=0;
					tmp<=0;
					end
			else
					tmp<=tmp+1;
					if(tmp==50000000)
					begin
					LS<=LS+1;
					if(LS==10)	
							begin
									HS<=HS+1;
									LS<=0;
					      end
					if(HS==6)
							begin
									HS<=0;
									LS<=0;
							end
					end
	end
endmodule				
module display(in,out);
input [3:0]in;
output [6:0]out;
wire[3:0]in;
reg [6:0]out;
always @( in)
begin 
		case(in)
		4'd0:out=7'b0111_111;
		4'd1:out=7'b0000_110;
		4'd2:out=7'b1011_011;
		4'd3:out=7'b1001_111;
		4'd4:out=7'b1100_110;
		4'd5:out=7'b1101_101;
		4'd6:out=7'b1111_101;
		4'd7:out=7'b0000_111;
		4'd8:out=7'b1111_111;
		4'd9:out=7'b1101_111;
		default:out=7'b1111_111;
		endcase
end
endmodule
module mux2(sel,in1,in2,out,outsel);
input [6:0]in1,in2;
input sel;
output [6:0]out;
output [1:0]outsel;
wire [6:0]in1,in2;
wire sel;
wire [6:0]out;
wire [1:0]outsel;
assign out=sel?in1:in2;     
assign outsel=sel?1:2;      
endmodule
module selgen(clk,rst,sel);
	input clk,rst;
	output sel;
	reg [20:0]tmp;
	reg sel;
	always @(posedge clk)
	begin	if(!rst)	
				begin
				tmp<=0;
				sel<=1;
				end
				else
				begin
						tmp<=tmp+1;
						if(tmp==500000)
		           						sel<=sel+1;
				end
    end
endmodule
module top(clk,rst,out,outsel);
input clk,rst;
output [6:0]out;
output [1:0]outsel;
wire [6:0]HS,LS;
wire [6:0]out1,out2;
wire sel;
count1 a1(clk,rst,LS,HS);   
display  a2(LS,out1);     
display  a3(HS,out2);
selgen   a4(clk,rst,sel);
mux2  a5(out1,out2,sel,out,outsel);
endmodule
```

==> results.toml <==
# implementation run metrics
[status]
status = "finished clean"

[logic_synthesis]
synthCells = 345
syn_area_per_cell_um2 = 9.42
ys.flops = 65
synthDominantCellAreaShare = 0.376
yosys-top-cells-area = "dfxtp_1, and2_1, xor2_1, xnor2_1, ha_1"
netlist_area_um2 = 3250
yosysCellCount = 345
yosysWarnings = 9
edf_count = 4
ys_types = 44
flop_cell = "dfxtp_1"
synth_seq_share = 0.413
synth_chip_area_um2 = 3250
synth-async-reset-ratio = 0
yosys.area.top_type = "dfxtp_1"

[die]
die_y_um = 82.6
rows = 29
core_um2 = 6310
die_w_um = 82.6
ios = 11
fp_util = 0.515
chip_area_um2 = 6830

[setup_path]
worstSetupEndpointType = "flip-flop"
r2r_start = "a1.LS[0]$_DFFE_PN_"
crit_type = "input port to flip-flop"
startpoint_type = "input port"
cp_max_fo = 19
crit_required_ps = 5610
crit_arrival_ps = 3160
rr_worst_depth = 10
startpoint = "rst"

[placement]
dp.cells = 426
post-place-ws_ps = 2120
dpl.hpwl_um = 3640
gp_congestion = 0.773
portBuffers = 10
placed_cell_area_um2 = 3420

[global_route]
grt_usage = 0.175
grt_pass1_vias = 1926
grt_pass1_wl_um = 8950
grt_max_degree = 38
antenna_found_initial = 0
globalRouteOverflowTotal = 0

[detailed_routing]
first_iter_violations = 64
drc_errors = 0
num_vias = 2243
ant_nets = 0
wl_per_cell_um = 12.0
totalWireLength_um = 5330
post_drt_via_cell_ratio = 5.07
first_pass_iters = 4
antenna_cells = 0

[final_timing]
fmax_ghz = 0.339
drv_slew = 0
setup_tns_ps = 0
hold_viol_final = 0
maxSlewHeadroom = 0.559
fin_ws_ps = 2450
skew_ps = 4.64
period_minus_slack_ps = 2950
worst_pin_slew_ps = 659
holdWs_ps = 467
setup_viol = 0
rsz0062_at_grt = "false"
finalCritPeriodShare = 0.546

[hold_path]
min_from = "a4.tmp[0]$_SDFF_PN0_"
hold_depth = 1
hp-class = "flip-flop to flip-flop"

[cells_and_area]
synthToLayoutAreaGrowth_pct = 11.7
layout_top_cells = "dfxtp_1, and2_1, xor2_1, nand3_1, xnor2_1"
drive_gt1_frac = 0.0712
fin_util = 0.575
fin_area_um2 = 3630
layout_top_cell = "dfxtp_1"
final_cells = 442

[clocking]
cts_hold_buffers = 0
cts_resized = 0
htreeDepth = 3
clock-root-buffer = "clkbuf_8"
postCtsSetupBuffers = 0
worstSkewPairLatency_ps = 330
clk_pin_slew_worst_paths_ps = 70
clock-sinks = 65
cts_tree = "built"
cts_buffer_depth = 2
cts_made_buffers = 9

[run]
drv_cap = 0
warnings = 33

[power_and_ir_drop]
power_mw = 0.954
power_density_nw_per_um2 = 263
vdd_drop_max_mv = 0.179
p_leak_nw = 1.41
[sequential cells by signal, indices dropped and copies added (netlist names)]
signal,count
a5.in1,7
a1.LS,4
a4.sel,1
a1.tmp,27
a2.out,1
a4.tmp,21
a1.HS,4
[synth_stat cells, drive strengths merged, types with 7 or more instances]
cell type,n
dfxtp,61
and2,46
nand3,22
xor2,22
xnor2,21
nor2,20
nand2,17
inv,16
nand4,15
ha,13
and3,8
nand2b,8
nor2b,8
or3,7
[logic make-up after synthesis]
group	after synthesis	synth area share
AND/OR/NAND/NOR	175	0.329
multiplexers	3	0.0100
adder cells (fa/ha/maj)	13	0.0500
AND-OR/OR-AND	23	0.0543
flip-flops	65	0.413
buffers and inverters	23	0.0277
XOR/XNOR	43	0.116
[where the power goes]
part           total (mW)  switching [mW]  internal [mW]
combinational      0.0331          0.0149         0.0181
sequential          0.498         0.00763          0.490
clock               0.423           0.173          0.251
total               0.954           0.195          0.759
[final cells by class]
cell class | count | area, µm²
multi-input combinational | 257 | 1820
clock buffer | 14 | 173
sequential | 65 | 1340
fill | 555 | 2680
clock inverter | 2 | 35.0
tap | 77 | 96.3
inverter | 16 | 60.1
timing repair buffer | 11 | 108
[metal layers]
layer / vias up / share of wire / track usage
met3: 2 / 0.031 / 0.0468
met5: - / 0 / 0
met4: 0 / 0.0056 / 0.0155
met1: 1008 / 0.53 / 0.280
li1: 1212 / - / -
met2: 21 / 0.43 / 0.254
[worst max-delay path: stages]
cell             delay, ps
clkdlybuf4s50_1        890
o311ai_0               260
o31a_1                 230
ha_1                   320
or3_1                  380
[path summary, 6_finish.rpt]
kind	endpoint	slack, ps
hold / removal	a4.tmp[0]$_SDFF_PN0_	470
setup reg to reg	a5.in1[1]$_SDFF_PP1_	2560
setup / recovery	a5.in1[1]$_SDFF_PP1_	2450
hold reg to reg	a4.tmp[0]$_SDFF_PN0_	470
Power and IR drop assume default switching activity.
