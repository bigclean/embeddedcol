==> flow/design.v <==
module time5(clk,rst,en5,fin5);
input clk,rst,en5;
output fin5;
reg fin5;
reg [40:0]tmp;
always @(posedge clk)
begin	if(!rst||!en5)  begin
					           tmp<=0;
					           fin5<=0;
					           end
			else begin
					tmp<=tmp+1;
					if(tmp==50000000)
							begin
							fin5<=1;
							tmp<=0;
							end
					end
end
endmodule
==> flow/run.sh <==
#!/bin/bash
# OpenROAD 26Q1-2900-gdf79404cd8, Yosys 0.63+post, stock flow scripts
make -C /OpenROAD-flow-scripts/flow DESIGN_CONFIG=/design/flow/config.mk WORK_HOME=/design/flow/orfs finish
==> flow/config.mk <==
export PLATFORM = sky130hd
export DESIGN_NAME = time5
export DESIGN_NICKNAME = time5
export VERILOG_FILES = /design/flow/design.v
export SDC_FILE = /design/flow/constraint.sdc
export NUM_CORES = 4
export LEC_CHECK = 1
export CORE_AREA = 10 10 107 107
export DIE_AREA = 0 0 117 117
==> flow/constraint.sdc <==
current_design time5

set clk_period 7.7
set clk_io_pct 0.2

create_clock -name clk0 -period $clk_period [get_ports {clk}]

set non_clock_inputs [all_inputs -no_clocks]
set_input_delay [expr $clk_period * $clk_io_pct] -clock clk0 $non_clock_inputs
set_output_delay [expr $clk_period * $clk_io_pct] -clock clk0 [all_outputs]
==> results.cfg <==
; synthesis and place-and-route metrics
[clock_network]
cts.path.max_buffers = 2
cts_tree = done
post_cts_buffers = 0
clk_pin_slew_ns = 0.09
cts_sinks = 42
clk_latency_ns = 0.29
cts.htree.levels = 2
cts_root_buffer = clkbuf_8
cts_buffers = 5
holdBufCountCts = 0
cts_resized = 0

[power_and_ir_drop]
p_sw_uw = 80.5
switching_share_pct = 20.3
power_frac_comb_pct = 1.7
p_int_uw = 315
leakagePower_uw = 0.000675
max-vdd-ir-drop_uv = 66.4
pwr-share-clk_pct = 43.2
p_per_area_nw_per_um2 = 174
seqPwrFrac_pct = 55.1

[critical_path]
end_kind = output port
cpPeakStageDelay_ns = 0.46
r2r_slack_ns = 5.35
arrival_ns = 1.10
crit_required_ns = 6.16
cp_cell_sequence = clkdlybuf4s50_1
crit_path_start_kind = register
path_class = register to output port
cp_slowest_cell = clkdlybuf4s50_1
worstPathMaxFanout = 2
cpLargestDelayFamily = buffers and inverters
crit_buf_inv = 1

[logic_synthesis]
yosysWarnings = 1
common_cells = 42 x dfxtp_1, 42 x nor2_1, 19 x nand3_1, 19 x nand4_1, 19 x xnor2_1
synth_cell_types = 32
synthArstFlopShare_pct = 0
flop_cell = dfxtp_1
edf_count = 0
yosys_area_um2 = 2030
ys_seq_share_pct = 41.3
yosys_cells = 237
top_cells_by_area = dfxtp_1 41%, xnor2_1 8.2%, nor2_1 7.7%
synth_top_area_share_pct = 41.3
top_area_cell = dfxtp_1
ys_seq_elements = 42
postSynthCellCount = 237
syn-cell-area_um2 = 2030
syn_area_per_cell_um2 = 8.58

[status]
outcome = finished, final reports clean

[final_layout]
syn_to_final_growth_pct = 11.9
utilization_pct = 24.8
ff_latch_area_um2 = 841
drive_gt1_share_pct = 6.28
fill_cells = 992
logic_area_um2 = 1130
postLayoutCellArea_um2 = 2280

[die]
fp.coreArea_um2 = 9200
dieArea_um2 = 13700
pin_count = 4
fp-utilization_pct = 22.1
dieHeight_um = 117
row_count = 35
die_w_um = 117

[detailed_routing]
drtPass1Iterations = 4
drtIter0Drc = 77
drt_wl_total_um = 4000
ant_nets = 0
vias = 1625
routedWlPerCell_um = 11.4
antenna_cells = 0
viasPerCell = 4.64
drc = 0

[sta]
fin_tns_setup_ns = 0
hold_viol = 0
fin_crit_sh_pct = 34.2
finalMaxSlewViolations = 0
setup_viol = 0
rsz0062_at_grt = no
fmax_mhz = 379
tightest_slew_ns = 0.760
relSlewSlack_pct = 48.8
period_minus_slack_ns = 2.64
worst_slack_ns = 5.06
fin_skew_ns = 0.0103

[placed_design]
dpl-instance-area_um2 = 2170
preCtsSetupSlack_ns = 5.01
dp_hpwl_um = 2710
gp_congestion = 0.802
portBuffers = 3

[global_routing]
antenna_found_initial = 0
grt-ovfl-total = 0
grt_max_degree = 42
grt_first_pass_wirelength_um = 6820
grt_pass1_vias = 1493
grt_use_total_pct = 6.01

[job]
warnings = 26
drv_cap = 0

[worst_hold_path]
min_path_type = register to register
-- flip-flops by register name, indices dropped and copies added, names as in the netlist --
name	flops
tmp	41
fin5	1
-- per-stage QoR --
| stage | std cells | hold slack [ns] | power [uW] |
|---|---|---|---|
| after floorplan | 237 | 0.437 | 227 |
| after global placement | 342 | 0.451 | 230 |
| after detailed placement | 342 | 0.476 | 230 |
| after CTS | 350 | 0.495 | 401 |
| after global routing | 350 | 0.515 | 412 |
| final | 350 | 0.486 | 396 |
-- power by group through the flow --
stage     sequential [uW]  combinational (uW)  clock (uW)
4_1_cts               218                6.85         176
6_report              218                6.66         171
5_1_grt               218                7.62         186
-- cells by family (layout without fill, tap and decap cells) --
| group | Yosys count | count (layout) | synth area share (%) |
|---|---|---|---|
| adder cells (fa/ha/maj) | 2 | 2 | 1.23 |
| flip-flops | 42 | 42 | 41.3 |
| AND-OR/OR-AND | 5 | 5 | 1.60 |
| AND/OR/NAND/NOR | 136 | 136 | 36.7 |
| buffers and inverters | 15 | 17 | 3.20 |
| XOR/XNOR | 37 | 37 | 15.9 |
-- cells in the final DEF (no fill, tap or decap), types with 3 or more instances in the layout --
master	netlist	layout
and2_1	3	3
inv_1	4	4
and3_1	4	4
and4_1	5	5
dfxtp_1	42	42
nor3_1	5	5
clkdlybuf4s50_1	0	3
clkbuf_8	0	5
xnor2_1	19	19
xor2_1	18	18
nand2_1	10	10
nor4_1	16	16
nand4_1	19	19
nor2_1	42	42
nor4b_1	3	3
nand3_1	19	19
-- area by class of cell --
cell class	count	area share [%]
Inverter	4	0.659
Sequential cell	42	36.9
Clock inverter	3	1.76
Clock buffer	5	3.02
Timing Repair Buffer	5	1.98
Multi-Input combinational cell	180	49.6
Tap cell	111	6.10
-- per-layer routing --
layer,GRT usage (%),up-vias,routed length (um)
met5,0,-,0
met4,1.15,0,82
met3,1.08,5,118
met2,9.56,17,1760
met1,8.45,757,2040
li1,-,846,-
-- final timing paths --
path	start	to	depth (start not counted)
worst max-delay path	fin5$_SDFFE_PP0N_	fin5	1
worst min-delay path	tmp[0]$_SDFF_PP0_	tmp[0]$_SDFF_PP0_	1
worst min register to register	tmp[0]$_SDFF_PP0_	tmp[0]$_SDFF_PP0_	1
worst max register to register	tmp[7]$_SDFF_PP0_	tmp[29]$_SDFF_PP0_	5
Power is estimated from default activity; no workload was simulated.
