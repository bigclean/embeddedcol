<file path="config.mk">
export PLATFORM = sky130hd
export DESIGN_NAME = time25
export DESIGN_NICKNAME = time25
export VERILOG_FILES = /design/flow/design.v
export SDC_FILE = /design/flow/constraint.sdc
export NUM_CORES = 4
export LEC_CHECK = 1
export CORE_UTILIZATION = 30
</file>
<file path="constraint.sdc">
current_design time25

set clk_period 7.8
set clk_io_pct 0.2

create_clock -name clk0 -period $clk_period [get_ports {clk}]

set non_clock_inputs [all_inputs -no_clocks]
set_input_delay [expr $clk_period * $clk_io_pct] -clock clk0 $non_clock_inputs
set_output_delay [expr $clk_period * $clk_io_pct] -clock clk0 [all_outputs]
</file>
<file path="design.v">
module time25(clk,rst,en25,fin25);
input clk,rst,en25;
output fin25;
reg fin25;
reg [40:0]tmp;
always @(posedge clk)
begin	if(!rst||!en25)    begin
					          tmp<=0;
					          fin25<=0;
								 end
			else begin
					tmp<=tmp+1;
					if(tmp==250000000)
							begin
							fin25<=1;
							tmp<=0;
							end
					end
end
endmodule
</file>
<file path="run.sh">
#!/bin/bash
# OpenROAD 26Q1-2900-gdf79404cd8, Yosys 0.63+post, stock flow scripts
make -C /OpenROAD-flow-scripts/flow DESIGN_CONFIG=/design/flow/config.mk WORK_HOME=/design/flow/orfs finish
</file>
==> impl_metrics.ini <==
; synthesis and place-and-route metrics
[clock_network]
clk_pin_slew_worst_paths_ns = 0.07
cts_root_buffer = clkbuf_8
clockBufferDepth = 2
cts_tree = yes
post_cts_buffers = 0
cts_sinks = 42
insertion_delay_ns = 0.29
ctsHoldBuffers = 0
cts.htree.levels = 2
numCtsBuffers = 5
cts_resized = 0

[synth]
ys_sh_adder = 0.0126
synth_cell_types = 30
mux_area_frac = 0
area_leaders = dfxtp_1, xnor2_1, nor2_1, xor2_1, nor4_1
topCombFamilyByArea = simple AND/OR/NAND/NOR gates
edf_count = 0
yosysTopAreaCellShare = 0.424
syn-cell-area_um2 = 1980
ys_seq_share = 0.424
async_reset_ff_frac = 0
synthAoiAreaFrac = 0.0366
simple_gate_area_frac = 0.346
ys_area_um2 = 1980
ys_warn_count = 1
yosysTopAreaCell = dfxtp_1
netlist_instances = 235
syn_avg_cell_area_um2 = 8.44
ys_ff = 42
ys_cells = 235
ff_type = dfxtp_1
xor_share = 0.146

[floorplanning]
fp-utilization = 0.312
io_pins = 4
dieArea_um2 = 6940
core_area_um2 = 6350
std_cell_rows = 29
die_x_um = 83.3
die_y_um = 83.3

[routing]
drtAntennaViolNets = 0
drc = 0
drtIter0Drc = 70
antenna_cells = 0
wl_per_cell_um = 11.8
vias_per_cell = 4.89
vias = 1535
dr.pass1.iters = 4
wirelength_um = 3720

[final_timing]
slew_headroom = 0.589
layout_min_cycle_time_ns = 2.65
fmax_mhz = 378
finalSetupViolCount = 0
skew_ns = 0.00654
tns_ns = 0
slew_viol_final = 0
tightest_slew_ns = 0.615
whs_ns = 0.474
timing_hold_violations_final = 0
rsz0062_at_grt = no
fin_crit_sh = 0.339

[setup_path]
critical_path.max_fanout = 2
cp_num_cells = 1
worst_r2r_endpoint = tmp[34]
worstSetupPathType = register to primary output
path_cells = clkdlybuf4s50_1
timing.rr.start = tmp[0]
cpPeakStageDelay_ns = 0.47
crit_path_end_kind = primary output
required_ns = 6.24
worstRegToRegCells = 6
crit_buf_inv = 1
regToRegSetupSlack_ns = 5.34
crit_slowest_cell = clkdlybuf4s50_1
worstPathArrival_ns = 1.09
cp_top_family = buffers and inverters
start_kind = register

[place]
hpwl_um = 2430
numPortBuffers = 3
gp_congestion = 0.773
placed_cells = 306

[global_routing]
antenna_found_initial = 0
grt_pass1_vias = 1396
grt_usage = 0.113
grt_pass1_wl_um = 6490
grt_start_max_net_pins = 42
gr-total-overflow = 0

[power]
leakage_uw = 0.000658
p_int_uw = 288
pwr-share-comb = 0.017
vdd_drop_max_mv = 0.0911
net-switching-power_uw = 74.9
p_per_area_nw_per_um2 = 168
seq_power_share = 0.593
p_clk_frac = 0.390
sw_frac_of_total = 0.206

[min_path]
hold_start = tmp[0]
hp-class = register to register
holdPathStages = 1
whs_endpoint = tmp[0]

[cells_and_area]
syn2layout_area_growth_pct = 9.15
drive_gt1_frac = 0.0464
instances_no_fill = 314

[run]
cap_violations = 0
warnings = 26

[outcome]
status = finished clean
how the worst max path moves through the flow:
stage,slack (ns),end,startpoint
after global routing,5.10,fin25,fin25
after CTS,5.14,fin25,fin25
final,5.15,fin25,fin25
cells by family (layout without fill, tap and decap cells):
family	Yosys count	count (layout)
buf+inv	17	19
flops	42	42
compound gates	13	13
simple gates	128	128
fa+ha+maj	2	2
xor+xnor	33	33
cell usage after synthesis, types with 2 or more instances:
cell type / number
nand3_1: 12
a21oi_1: 6
clkbuf_1: 7
dfxtp_1: 42
and4b_1: 2
o21ai_0: 5
ha_1: 2
and3_1: 6
xnor2_1: 24
nor2_1: 39
xor2_1: 9
nor4_1: 11
nor3_1: 12
and4_1: 6
or3_1: 8
inv_1: 7
nand2_1: 15
nand4_1: 10
registers in the layout, indices dropped and copies added (netlist names):
register	flops
tmp	41
fin25	1
routing by layer:
metal / vias to the layer above / track usage / wire, um
li1: 818 / - / -
met1: 693 / 0.183 / 2060
met2: 19 / 0.163 / 1500
met3: 5 / 0.0202 / 123
met4: 0 / 0.0125 / 29
met5: - / 0 / 0
power by group through the flow:
stage	clock network, uW	registers (uW)	logic (uW)
6_report	142	215	6.04
5_1_grt	158	215	7.13
4_1_cts	148	215	6.21
layout make-up:
cell class	instances	area, um2
clock buffer	7	86.3
clock inverter	1	5.00
fill	642	4190
inverter	7	26.3
multi-input combinational	176	1070
sequential	42	841
tap	77	96.3
timing repair buffer	4	37.5
cell usage in the layout (no fill, tap or decap), drive strengths merged, types with 2 or more instances in the layout:
| cell | n |
|---|---|
| nor3 | 12 |
| o21ai | 5 |
| a21oi | 6 |
| or3 | 8 |
| clkdlybuf4s50 | 3 |
| nand4 | 11 |
| nand2 | 16 |
| clkbuf | 7 |
| ha | 2 |
| xor2 | 9 |
| xnor2 | 24 |
| nor2 | 39 |
| and3 | 6 |
| dfxtp | 42 |
| nand3 | 12 |
| and4 | 6 |
| nor4 | 11 |
| inv | 7 |
| and4b | 2 |
through the flow:
| stage | utilization | worst slack [ns] | area, um2 | total power [uW] |
|---|---|---|---|---|
| detailed placement | 0.327 | 5.10 | 2070 | 226 |
| finish | 0.341 | 5.15 | 2160 | 363 |
| global placement | 0.327 | 5.12 | 2070 | 226 |
| CTS | 0.341 | 5.14 | 2160 | 370 |
| floorplan | - | 5.64 | 1980 | 224 |
| global route | 0.341 | 5.10 | 2160 | 381 |
Power figures rest on the tool's default switching activity, not on a simulated workload.
